`design/flow/design.v`:
```
module F_t_chip(
	input										in1,
	input										in2,
	input										in3,
	input										in4,
	input										cin,
	output									cout,
	output									carry,
	output									sum
);
	wire											xor_1;
	wire											xor_2;
	wire											xor_3;
	assign			xor_1	=	in1 ^ in2;
	assign			xor_2	= 	in4 ^ in3;
	assign			xor_3 = 	xor_1 ^ xor_2;
	assign			sum 	= 	xor_3 ^ cin;
	assign			cout	= 	xor_1 == 1'b0 ? in1 : xor_1 == 1'b1 ? in3 : 1'b0;
	assign         carry = 	xor_3 == 1'b0 ? in4 : xor_3 == 1'b1 ? cin : 1'b0;
endmodule
module F_t_file(
	input				[47:0]				P_1,
	input				[47:0]				P_2,
	input				[47:0]				P_3,
	input				[47:0]				P_4,
	output			[47:0]				Carry, 
	output			[47:0]				Sum
);
	wire				[48:0]				temp; 
	wire				[47:0]				carry; 
	assign			Carry[0] = 1'b0;
	assign			Carry[47:1] = carry[46:0];
	F_t_chip f_t_chip(
		.in1									(P_1[0]),
		.in2									(P_2[0]),
		.in3									(P_3[0]),
		.in4									(P_4[0]),
		.cin									(1'b0),
		.carry									(carry[0]),
		.cout									(temp[1]),
		.sum									(Sum[0])
	);
	genvar i;
	parameter	SIZE = 47;
	generate
		for(i=1;i<=SIZE;i=i+1)
		begin:heap
			F_t_chip f_t_chip(
				.in1							(P_1[i]),
				.in2						  (P_2[i]),
				.in3							(P_3[i]),
				.in4							(P_4[i]),
				.cin							(temp[i]),
				.cout							(temp[i + 1]),
				.carry						(carry[i]),
				.sum							(Sum[i])
			);
		end
   endgenerate
endmodule
module Reverse(
	input										clk,
	input										rstn,
	input				[2:0]					cont,
	input				[75:0]				sh_reg,
	input										S_A,
	input										S_A_H,
	input										S_B,
	input										S_B_H,
	input										S_C,
	input										S_C_H,
	output	reg	[73:0]				sh_rev_reg,
	output	reg	[3:0]					sti 
);
	wire										signal;
	wire										signal_h;
	assign		signal   =     (!S_A && !S_B && S_C) || (!S_A && S_B && !S_C) || (S_A && S_B && S_C) || (S_A && !S_B && !S_C);
	assign		signal_h =     (!S_A_H && !S_B_H && S_C_H) || (!S_A_H && S_B_H && !S_C_H) || (S_A_H && S_B_H && S_C_H) || (S_A_H && !S_B_H && !S_C_H);
	always @(posedge clk)begin	
		sh_rev_reg			<=	#2	74'b0;
		sti					<=	#2	4'b0;
		if(cont == 3'b000)begin
			if(signal == 1'b1)begin
				sh_rev_reg  <= #2	~sh_reg[75:2];
				sti[1:0]			<=	#2	~sh_reg[1:0];
			end else begin
				sh_rev_reg	<=	#2	sh_reg[75:2];
				sti[1:0]			<=	#2	sh_reg[1:0];
			end
		end else if(cont == 3'b001) begin
			if(signal == 1'b1)begin
				sh_rev_reg[34:0]	<=	#2	~sh_reg[36:2];
				sti[1:0]				<=	#2	~sh_reg[1:0];
			end else begin
				sh_rev_reg[34:0]	<=	#2	sh_reg[36:2];
				sti[1:0]				<=	#2	sh_reg[1:0];
			end
			if(signal_h == 1'b1)begin
				sh_rev_reg[73:35]	<=	#2	{4'b0,~sh_reg[74:40]};
				sti[3:2]				<=	#2	~sh_reg[39:38];
			end 
			else begin
				sh_rev_reg[73:35]	<=	#2	{4'b0,sh_reg[74:40]};
				sti[1:0]					<=	#2	sh_reg[39:38];
			end
		end
		else if(cont == 3'b010)begin
			if(signal == 1'b1)begin
				sh_rev_reg			<=	#2	{~sh_reg[75:28],26'b0};
				sti[1:0]				<=	#2	~sh_reg[27:26];
			end
			else begin
				sh_rev_reg			<=	#2	{sh_reg[75:28],26'b0};
				sti[1:0]				<=	#2	sh_reg[27:26];
			end
		end else begin
			sh_rev_reg				<=	#2	74'b0;
			sti						<=	#2	4'b0;
		end
	end
endmodule
module Shifting(
	input					[75:0]			sh_in_reg,
	input					[2:0]				cont,
	input					[11:0]			sh_num,
	output	reg		[75:0]			sh_out_reg
);
	always @( *)begin
		if(cont == 3'b000) begin
			sh_out_reg				=			sh_in_reg >> sh_num;
		end
		else if(cont == 3'b001)begin
			sh_out_reg[75:37]		=			{1'b0,sh_in_reg[74:38]>>sh_num[11:6],1'b0};
			sh_out_reg[36:0]		=				sh_in_reg[36:0] >> sh_num[5:0];
		end
		else if(cont == 3'b010)begin
			sh_out_reg				=			sh_in_reg>>sh_num;
		end
		else begin
			sh_out_reg           =			76'b0;
		end
	end
endmodule
module T3_1_reg(
	input										clk,
	input										rstn,
	input				[287:0]				L3_level,
	input										S_A_T2,
	input										S_B_T2,
	input										S_C_T2,
	input										S_A_H_T2,
	input										S_B_H_T2,
	input										S_C_H_T2,
	input			[2:0]						cont,
	input			[11:0]					d_T2,
	input			[11:0]					E_T2,
	output	reg							S_A_T3_1,
	output	reg							S_B_T3_1,
	output	reg							S_C_T3_1,
	output	reg							S_A_H_T3_1,
	output	reg							S_B_H_T3_1,
	output	reg							S_C_H_T3_1,
	output	reg[2:0]						cont_T3_1,
	output   reg[11:0]               d_T3_1,
	output	reg[11:0]					E_T3_1,
	output	reg	[287:0]				Level_out
);
	always@(posedge clk or negedge rstn)begin
		if(!rstn)begin
			Level_out		<= #2 48'b0;
			S_A_T3_1 			<= #2			'b0;
			S_B_T3_1 			<= #2			'b0;
			S_C_T3_1 			<= #2			'b0;
			S_A_H_T3_1 			<=	#2			'b0;
			S_B_H_T3_1 			<= #2			'b0;
			S_C_H_T3_1 			<= #2			'b0;
			cont_T3_1 			<= #2			3'b0;
			d_T3_1				<= #2    	12'b0;
			E_T3_1				<=	#2			12'b0;
		end else begin
			Level_out		<= #2 L3_level;
			S_A_T3_1 			<= #2			S_A_T2;
			S_B_T3_1 			<= #2			S_B_T2;
			S_C_T3_1 			<= #2			S_C_T2;
			S_A_H_T3_1 			<=	#2			S_A_H_T2;
			S_B_H_T3_1 			<= #2			S_B_H_T2;
			S_C_H_T3_1 			<= #2			S_C_H_T2;
			cont_T3_1 			<= #2			cont;
			d_T3_1            <= #2    	d_T2;
			E_T3_1				<=	#2			E_T2;
		end
	end
endmodule
module T3_1_stage(
	input										clk,
	input										rstn,
	input			[2:0]						cont,
	input			[575:0]					M_out_plain_in,
	input										S_A_T2,
	input										S_B_T2,
	input										S_C_T2,
	input										S_A_H_T2,
	input										S_B_H_T2,
	input										S_C_H_T2,
	input			[3:0]						trap_T2_0,
	input			[3:0]						trap_T2_1,
	input			[2:0]						trap_ans_T2_0,
	input			[2:0]						trap_ans_T2_1,
	input			[75:0]					sh_reg_T2,
	input			[11:0]					d_T2,
	input			[11:0]					E_T2,
	input			[11:0]					sh_num_T2,
	output		[73:0]					sh_rev_reg,
	output		[3:0]						sti,
	output		[287:0]					Level3_out,
	output	reg[3:0]						trap_T3_1_0,
	output	reg[3:0]						trap_T3_1_1,
	output	reg[2:0]						trap_ans_T3_1_0,
	output	reg[2:0]						trap_ans_T3_1_1,
	output	reg							S_A_T3_1,
	output	reg							S_B_T3_1,
	output	reg							S_C_T3_1,
	output	reg							S_A_H_T3_1,
	output	reg							S_B_H_T3_1,
	output	reg							S_C_H_T3_1,
	output	reg[2:0]						cont_T3_1,
	output   reg[11:0]               d_T3_1,
	output	reg[11:0]					E_T3_1
);
	wire			[75:0]					sh_reg_l; 
	wire			[287:0]					L3_level_lin;
	Shifting	 shifting(
		.cont										(cont),
		.sh_in_reg								(sh_reg_T2),
		.sh_num									(sh_num_T2),
		.sh_out_reg								(sh_reg_l)
	);
	Reverse reverse(
		.clk										(clk),
		.rstn										(rstn),
		.cont										(cont),
		.sh_reg									(sh_reg_l),
		.S_A									   (S_A_T2),
		.S_B										(S_B_T2),
		.S_C										(S_C_T2),
		.S_A_H									(S_A_H_T2),
		.S_B_H									(S_B_H_T2),
		.S_C_H									(S_C_H_T2),
		.sh_rev_reg								(sh_rev_reg),
		.sti										(sti)
	);
	Wallace_L3 wallace(
		.M_out_plain_in						(M_out_plain_in),
		.L3_level								(L3_level_lin)
	);
	T3_1_reg t3_1_reg(
		.clk										(clk),
		.rstn										(rstn),
		.L3_level								(L3_level_lin),
		.Level_out								(Level3_out)
	);
	always@(posedge clk or negedge rstn)begin
		if(!rstn)begin
			trap_T3_1_0			<=	#2			4'b0;
			trap_T3_1_1			<= #2			4'b0;
			trap_ans_T3_1_0 	<= #2			3'b0;
			trap_ans_T3_1_1 	<= #2			3'b0;
			S_A_T3_1 			<= #2			'b0;
			S_B_T3_1 			<= #2			'b0;
			S_C_T3_1 			<= #2			'b0;
			S_A_H_T3_1 			<=	#2			'b0;
			S_B_H_T3_1 			<= #2			'b0;
			S_C_H_T3_1 			<= #2			'b0;
			cont_T3_1 			<= #2			3'b0;
			d_T3_1				<= #2    	12'b0;
			E_T3_1				<=	#2			12'b0;
		end else begin
			trap_T3_1_0 		<= #2			trap_T2_0;
			trap_T3_1_1 		<= #2			trap_T2_1;
			trap_ans_T3_1_0 	<= #2			trap_ans_T2_0;
			trap_ans_T3_1_1 	<= #2			trap_ans_T2_1;
			S_A_T3_1 			<= #2			S_A_T2;
			S_B_T3_1 			<= #2			S_B_T2;
			S_C_T3_1 			<= #2			S_C_T2;
			S_A_H_T3_1 			<=	#2			S_A_H_T2;
			S_B_H_T3_1 			<= #2			S_B_H_T2;
			S_C_H_T3_1 			<= #2			S_C_H_T2;
			cont_T3_1 			<= #2			cont;
			d_T3_1            <= #2    	d_T2;
			E_T3_1				<=	#2			E_T2;
		end
	end
endmodule
module	Wallace_L3(
	input				[575:0]				M_out_plain_in,
	output			[287:0]				L3_level
);
	wire				[575:0]				M_temp; 
	wire				[47:0]				L2_level[11:0]; 
	assign			L2_level[0]			=			M_temp[47:0]; 
	assign			L2_level[1]			=			M_temp[95:48]; 
	assign			L2_level[2]			=			M_temp[143:96]; 
	assign			L2_level[3]			=			M_temp[191:144]; 
	assign			L2_level[4]			=			M_temp[239:192]; 
	assign			L2_level[5]			=			M_temp[287:240]; 
	assign			L2_level[6]			=			M_temp[335:288]; 
	assign			L2_level[7]			=			M_temp[383:336]; 
	assign			L2_level[8]			=			M_temp[431:384]; 
	assign			L2_level[9]			=			M_temp[479:432]; 
	assign			L2_level[10]		=			M_temp[527:480]; 
	assign			L2_level[11]		=			M_temp[575:528]; 
	assign			M_temp				=			 M_out_plain_in;
	parameter      num_L_2 = 3;
	genvar i;
	generate
		for(i = 0; i < num_L_2;i = i + 1)begin:level_2
			F_t_file f_t_file_2t3(
				.P_1							(L2_level[i * 4 + 0]),
				.P_2							(L2_level[i * 4 + 1]),
				.P_3							(L2_level[i * 4 + 2]),
				.P_4							(L2_level[i * 4 + 3]),
				.Carry						(L3_level[(i * 2)*48 + 47 : i* 2 * 48]),
				.Sum							(L3_level[(i * 2 + 1) * 48 + 47 : (i * 2 + 1) * 48])
			);
		end
	endgenerate
endmodule
```
`design/flow/run.sh`:
```
#!/bin/bash
# OpenROAD 26Q1-2900-gdf79404cd8, Yosys 0.63+post, stock flow scripts
make -C /OpenROAD-flow-scripts/flow DESIGN_CONFIG=/design/flow/config.mk WORK_HOME=/design/flow/orfs finish
```
`design/flow/config.mk`:
```
export PLATFORM = sky130hd
export DESIGN_NAME = T3_1_stage
export DESIGN_NICKNAME = T3_1_stage
export VERILOG_FILES = /design/flow/design.v
export SDC_FILE = /design/flow/constraint.sdc
export NUM_CORES = 4
export LEC_CHECK = 1
export CORE_AREA = 10 10 433 433
export DIE_AREA = 0 0 443 443
```
`design/flow/constraint.sdc`:
```
current_design T3_1_stage

set clk_period 1.0
set clk_io_pct 0.2

create_clock -name clk0 -period $clk_period [get_ports {clk}]

set non_clock_inputs [all_inputs -no_clocks]
set_input_delay [expr $clk_period * $clk_io_pct] -clock clk0 $non_clock_inputs
set_output_delay [expr $clk_period * $clk_io_pct] -clock clk0 [all_outputs]
```
==> results.sh <==
# physical design summary
export IMPL_dpl_hpwl_um=152000
export IMPL_drive_above_1_share_pct=46.9
export IMPL_syn_area_um2=29300
export IMPL_flop_area_um2=9970
export IMPL_die_w_um=443
export IMPL_synthFlopType="dfrtp_1"
export IMPL_ys_cells=2871
export IMPL_ant_nets=0
export IMPL_ys_ff=410
export IMPL_fin_crit_ps=2190
export IMPL_layout_top_cell="buf_4"
export IMPL_instances_no_fill=7502
export IMPL_clkTransAtPathRegs_ps=60
export IMPL_fin_crit_sh_pct=219
export IMPL_cp_required_ps=1530
export IMPL_synth_avg_cell_area_um2=10.2
export IMPL_relSlewSlack_pct=63.1
export IMPL_worst_slew_pin_slew_ps=550
export IMPL_max_freq_mhz=457
export IMPL_crit_arrival_ps=2720
export IMPL_ys_types=89
export IMPL_place_gp_congestion=1.00
export IMPL_openroad_warnings=28
export IMPL_yosysChipArea_um2=29300
export IMPL_gr_usage_all_layers_pct=17.9
export IMPL_core_um2=178000
export IMPL_wl_um=180000
export IMPL_slew_viol_final=0
export IMPL_setup_violations=505
export IMPL_via_per_inst=4.21
export IMPL_hold_violations=0
export IMPL_rows=155
export IMPL_drc=0
export IMPL_cts_sinks=410
export IMPL_dpl_cell_count=7185
export IMPL_clockRootBuffer="clkbuf_16"
export IMPL_antenna_found_initial=42
export IMPL_largest_reg_flops=285
export IMPL_final_util_pct=32.0
export IMPL_syn_to_final_growth_pct=94.6
export IMPL_hold_depth=1
export IMPL_peakVddDrop_v=0.00114
export IMPL_drt_iter0_markers=1468
export IMPL_port_buffers=1122
export IMPL_grt_max_degree=40
export IMPL_drt_pass1_iterations=5
export IMPL_crit_path_start_kind="input port"
export IMPL_layout_setup_ws_ps=-1190
export IMPL_clockBufferDepth=3
export IMPL_layout_top_cells="917 x buf_4, 625 x clkdlybuf4s50_1, 355 x buf_2, 339 x xnor2_1, 326 x dfrtp_1"
export IMPL_grt_pass1_wl_um=250000
export IMPL_p_leak_nw=23.8
export IMPL_wl_per_cell_um=24.0
export IMPL_die_h_um=443
export IMPL_ys_warn_count=5
export IMPL_overflow=0
export IMPL_ios=1126
export IMPL_fp_util_pct=16.4
export IMPL_synth_edff_count=0
export IMPL_chip_area_um2=196000
export IMPL_path_max_fanout=6
export IMPL_cts_buffers=52
export IMPL_critPathKind="input port to register"
export IMPL_crit_path_end_kind="register"
export IMPL_ys_seq_share_pct=33.7
export IMPL_finalPower_w=0.0673
export IMPL_min_path_type="input port to register"
export IMPL_hold_ws_ps=84.7
export IMPL_grt_pass1_vias=32631
export IMPL_syn_inst=2871
export IMPL_vias=31609
export IMPL_p_per_area_nw_per_um2=1180
export IMPL_final_comb_area_um2=21400
export IMPL_cts_tree="built"
export IMPL_fill_cells=17794
export IMPL_async_reset_ff_share_pct=81.0
export IMPL_status="finished, violations left"
export IMPL_rsz0062_at_grt="true"
export IMPL_violations="negative setup slack"
export IMPL_cap_viol_max_count=0
export IMPL_place_ws_ps=-2440
export IMPL_cts_htree_levels=2
==> what timing repair did <==
action | in CTS | in global routing
endpoints found under the setup margin | 496 | 508
pin swaps | 182 | 163
cloned | 12 | 0
endpoints found under the hold margin | 372 | 0
gates resized | 2443 | 223
buffers inserted | 150 | 53
hold buffers | 41 | 0
==> cell type report <==
type                    instances  share of cell area, %
well taps                    2355                   5.17
inverters                      14                  0.108
flip-flops and latches        410                   17.5
multi-input cells            2277                   37.5
clock inverters                28                  0.577
clock buffers                  66                   2.56
diodes                         11                 0.0483
repair buffers               2341                   36.5
==> metrics by stage <==
step | instance area, um2 | TNS (ps)
2_1_floorplan | 30000 | -84000
3_3_place_gp | 51300 | -313430
3_5_place_dp | 51300 | -313580
4_1_cts | 55900 | -217000
5_1_grt | 57000 | -220260
6_report | 57000 | -192810
==> critical path, cell delays in order <==
cell and delay (ps):
buf_16 110, buf_12 140, buf_6 100, mux4_2 550
mux4_2 590, nand2_2 120, nor2_1 60, a21oi_2 160
o21ai_2 90, a22oi_2 290, mux2i_2 300
==> per-layer routing <==
layer / global-route usage [%] / vias up / part of all wire, %
li1: - / 14699 / -
met1: 19.4 / 15254 / 35
met2: 33.3 / 1307 / 53
met3: 4.41 / 339 / 6.3
met4: 6.88 / 10 / 5.0
met5: 0 / - / 0.050
==> report_power, final <==
| part | internal, W | switching [W] |
|---|---|---|
| clock network | 0.0118 | 0.00802 |
| registers | 0.0194 | 0.00104 |
| logic | 0.0149 | 0.0121 |
==> cell usage after synthesis, drive strengths merged (9+ instances only) <==
master	instances	area share [%]
nand2	259	3.3
a31oi	12	0.26
inv	12	0.15
nand3	32	0.55
o221ai	14	0.46
nor2	261	3.4
o22ai	73	1.6
nor2b	9	0.19
and2	9	0.20
mux4	146	12
mux2	50	1.9
o2bb2ai	11	0.35
nor3	19	0.36
a211oi	21	0.57
xnor2	365	11
dfxtp	78	5.3
mux2i	138	4.8
dfrtp	332	28
clkbuf	67	0.86
xor2	301	9.0
a21oi	200	3.4
maj3	141	4.8
a22oi	15	0.47
o21ai	73	1.2
buf	105	2.3
==> cells by family (layout without fill, tap and decap cells) <==
group | after synthesis | after routing | share of synthesized area [%]
other | 1 | 14 | 0.0128
DFF | 410 | 410 | 33.7
buffers and inverters | 186 | 2449 | 3.39
adders and majority gates | 141 | 141 | 4.82
xor gates and xnor gates | 666 | 666 | 19.9
and+or+nand+nor | 634 | 634 | 9.12
AOI/OAI and AO/OA | 499 | 499 | 10.8
muxes | 334 | 334 | 18.3
==> path summary, 6_finish.rpt <==
check                        startpoint                                 to  slack [ps]
max                        sh_num_T2[0]      reverse.sh_rev_reg[9]$_DFF_P_       -1190
max in group asynchronous          rstn  t3_1_reg.Level_out[274]$_DFF_PN0_         200
min in group asynchronous          rstn   t3_1_reg.Level_out[25]$_DFF_PN0_         150
min                            S_C_H_T2               S_C_H_T3_1$_DFF_PN0_          80
